## ./design.v

```verilog
module Traffic_Sequential(
input i_Vs,     
input i_clk,    
input i_Tl,     
input i_Ts,     
input i_reset,  
output reg [1:0] o_G  
    );
parameter p_S0 = 2'b00, p_S1 = 2'b01, p_S2 = 2'b10, p_S3 = 2'b11; 
reg [1:0] present_state;   
reg [1:0] next_state;      
always @(posedge i_clk or posedge i_reset) begin
    if(i_reset)
        present_state <= p_S0;   
    else
        present_state <= next_state;   
end
always @(*) begin
    case(present_state)
        p_S0: next_state = ((i_Tl) + (~i_Vs)) ? p_S0 : p_S1;  
        p_S1: next_state = (i_Ts) ? p_S1 : p_S2;             
        p_S2: next_state = ((i_Tl) * (i_Vs)) ? p_S2 : p_S3;  
        p_S3: next_state = (i_Ts) ? p_S3 : p_S0;             
        default: next_state = p_S0;   
    endcase
end
always @(present_state) begin
    case(present_state)
        p_S0: o_G = 2'b00;  
        p_S1: o_G = 2'b01;  
        p_S2: o_G = 2'b11;  
        p_S3: o_G = 2'b10;  
        default: o_G = 2'b00;  
    endcase
end
endmodule
```

## ./run.sh

```bash
#!/bin/bash
# OpenROAD 26Q1-2900-gdf79404cd8, Yosys 0.63+post, stock flow scripts
make -C /OpenROAD-flow-scripts/flow DESIGN_CONFIG=/design/flow/config.mk WORK_HOME=/design/flow/orfs finish
```

## ./config.mk

```make
export PLATFORM = sky130hd
export DESIGN_NAME = Traffic_Sequential
export DESIGN_NICKNAME = Traffic_Sequential
export VERILOG_FILES = /design/flow/design.v
export SDC_FILE = /design/flow/constraint.sdc
export NUM_CORES = 4
export LEC_CHECK = 1
export CORE_AREA = 10 10 70 70
export DIE_AREA = 0 0 80 80
```

## ./constraint.sdc

```tcl
current_design Traffic_Sequential

set clk_period 1.0
set clk_io_pct 0.2

create_clock -name clk0 -period $clk_period [get_ports {i_clk}]

set non_clock_inputs [all_inputs -no_clocks]
set_input_delay [expr $clk_period * $clk_io_pct] -clock clk0 $non_clock_inputs
set_output_delay [expr $clk_period * $clk_io_pct] -clock clk0 [all_outputs]
```

==> deck_impl_summary.md <==
Flow Results at a Glance

Die
  – Chip Height: 80 µm
  – Chip area: 6400 µm²
  – Row count: 21
  – Number of ports placed on the die boundary: 7
  – Die width: 80 µm
  – Floorplan core density: 0.0505
  – Placeable core region: 3420 µm²

Run status
  – Violations in the final reports: setup timing
  – Run status: finished, violations left

Power and ir drop
  – Leak Pwr: 0.000178 µW
  – Portion of total power attributed to the clock network: 0.356
  – Power density cells: 1750 nW/µm²
  – Logic gate share of total power: 0.292
  – Cell-internal power: 472 µW
  – Sequential share of power: 0.351
  – Switch share: 0.256
  – Peak supply drop: 0.359 mV
  – Net load switching power: 163 µW

Placement
  – Dpl cell area: 313 µm²
  – GPL Wtd Cong: 0.711
  – Port Buf Inserts: 6

Flow run
  – Max cap viols: 0
  – OpenROAD warning count: 27

Final timing
  – Unrepaired setup endpoints after global routing: yes
  – Final hold viol count: 0
  – Min Tclk post-route: 1.12 ns
  – Smallest setup slack after layout: -0.120 ns
  – Setup TNS: -0.166 ns
  – Worst-margin pin slew: 0.178 ns
  – Highest attainable clock frequency: 893 MHz
  – Max-slew violation count: 0
  – Setup-violating endpoint count in the final report: 2
  – Worst Hold Margin: 0.136 ns
  – Worst clock skew: 0.00170 ns
  – Remaining max-slew budget at the tightest pin: 0.881
  – Final critical-path share of the clock period: 1.12

Global routing
  – Antenna violations before repair: 0
  – Wire length of the first global-routing pass: 869 µm
  – Overall overflow remaining after global route: 0
  – Via count of the first global-routing pass: 179
  – Tot GR Track Use: 0.0188
  – Pin count of the biggest net entering global routing: 5

Layout
  – Commonest non-fill, non-tap cells in the layout: sky130_fd_sc_hd__buf_4 (5), sky130_fd_sc_hd__nand2_1 (3), sky130_fd_sc_hd__inv_1 (3), sky130_fd_sc_hd__clkbuf_4 (3), sky130_fd_sc_hd__dfrtp_1 (3)
  – Max reg flops: 4
  – Syn-to-layout area delta: 110%
  – Final instance area: 363 µm²
  – Highest-count logic cell in the final layout: sky130_fd_sc_hd__buf_4
  – Most flops, register: present_state
  – Biggest registers after layout: present_state x4
  – Fraction of final layout cells sized beyond drive strength 1: 0.441
  – Tally of filler cells in the layout: 397

Clock tree
  – Clock root buffer: sky130_fd_sc_hd__clkbuf_4
  – Number of buffers added by the clock tree synthesis step: 3
  – TritonCTS clock tree: yes
  – Cts hold-fix bufs: 0
  – Number of H-tree levels: 1
  – Max Root-Sink Buffers: 2
  – Latency at later pin: 0.24 ns
  – Clock edge transition at the registers on the reported setup and hold paths: 0.04 ns
  – Sink Count: 4

Worst setup path
  – Cell with the largest stage delay on the worst path: sky130_fd_sc_hd__dfrtp_1
  – Arr. time, crit path: 0.92 ns
  – Type of origin of the critical path: register
  – Critical path fanouts, max: 2
  – Kind of capture point of the worst setup path: output port
  – Depth of the worst register-to-register path: 5
  – Required @ worst endpoint: 0.80 ns
  – Delay contributed by the slowest stage of the critical path: 0.38 ns
  – Cells along the critical path: inv_2 -> buf_6 -> nand2_2 -> buf_2
  – Crit path kind: register to output port

Synthesis
  – Synthesized instance count: 18
  – Syn Area/Cell: 9.59 µm²
  – Most area-hungry cell type in the Yosys netlist: sky130_fd_sc_hd__dfrtp_1
  – Post-synth regs: 4
  – Seq share, synth: 0.587
  – Fraction of synthesized cell area taken by the top area cell type: 0.435
  – Post-synthesis instance area: 173 µm²
  – Total number of yosys warnings: 1
  – Yosys stat cell total: 18
  – Cell types with the largest area share after synthesis: sky130_fd_sc_hd__dfrtp_1 (43%), sky130_fd_sc_hd__dfstp_2 (15%), sky130_fd_sc_hd__inv_1 (11%)
  – Synthesis area per yosys: 173 µm²
  – Number of different library cells in the post-synthesis netlist: 8

Detailed routing
  – Diodes inserted: 0
  – Routed wire per std cell: 6.99 µm
  – Vias/cell: 2.15
  – Initial detailed-routing violation count: 4
  – Total number of vias: 172
  – Drt first pass iters: 3
  – Total length of routed wires: 559 µm
  – Tally of nets with antenna violations remaining after routing: 0
  – Number of remaining DRC errors: 0

Hold path
  – Hold/Removal Path Class: input port to asynchronous set/reset pin
cell usage after synthesis:
master                    count
sky130_fd_sc_hd__inv_1        5
sky130_fd_sc_hd__ha_1         1
sky130_fd_sc_hd__a22o_1       1
sky130_fd_sc_hd__o22ai_1      1
sky130_fd_sc_hd__dfrtp_1      3
sky130_fd_sc_hd__o21ai_1      2
sky130_fd_sc_hd__dfstp_2      1
sky130_fd_sc_hd__nand2_1      4
metrics by stage:
step	util	power [µW]	setup WS [ns]	instances
floorplan	-	270	0.200	18
global placement	0.0916	383	-0.229	73
detailed placement	0.0916	390	-0.239	73
CTS	0.105	644	-0.124	80
global route	0.106	690	-0.184	80
finish	0.106	634	-0.120	80
what timing repair did:
item	in CTS	in global routing
setup buffers	3	0
resized	10	2
pin swaps	1	3
endpoints found under the setup margin	2	3
hold endpoints to repair	0	0
power by group through the flow:
stage / Clock [µW] / Combinational (µW) / Sequential, µW
after global routing: 255 / 208 / 228
final: 226 / 185 / 223
after CTS: 234 / 188 / 222
logic make-up after synthesis:
family                     Yosys count  synth area share
adders and majority gates            1            0.0725
AOI/OAI and AO/OA                    4             0.145
buffers and inverters                5             0.109
and+or+nand+nor                      4            0.0869
DFF                                  4             0.587
worst paths after layout:
path	startpoint	to	slack (ns)
max in group asynchronous	i_reset	present_state[0]	0.64
max reg2reg	present_state[1]	present_state[3]	0.05
min reg2reg	present_state[0]	present_state[0]	0.48
min	i_reset	present_state[1]	0.14
max	present_state[1]	o_G[1]	-0.12
min in group clk0	i_Vs	present_state[0]	0.29
cell type report:
type / count / area, µm² / area share
inverter: 5 / 18.8 / 0.0517
timing repair buffer: 12 / 104 / 0.286
multi-input combinational: 9 / 55.1 / 0.152
sequential: 4 / 101 / 0.279
tap: 46 / 57.6 / 0.159
clock buffer: 4 / 26.3 / 0.0724
metal layers:
metal,vias up,GRT usage,wire length [µm],part of all wire
li1,87,-,-,-
met1,74,0.0187,234,0.42
met2,11,0.0177,158,0.28
met3,0,0.0330,166,0.30
met4,0,0.00352,0,0
met5,-,0,0,0
worst max-delay path: cells and delay by family, from the launching register on:
kind,cells,cell delay [ns]
buffers and inverters,3,0.26
DFF,1,0.38
and+or+nand+nor,1,0.03
Power and IR drop assume default switching activity.
